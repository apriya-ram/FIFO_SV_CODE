[constraint.sdc]
current_design fifo

set clk_period 9.5
set clk_io_pct 0.2

create_clock -name clk0 -period $clk_period [get_ports {clock}]

set non_clock_inputs [all_inputs -no_clocks]
set_input_delay [expr $clk_period * $clk_io_pct] -clock clk0 $non_clock_inputs
set_output_delay [expr $clk_period * $clk_io_pct] -clock clk0 [all_outputs]
[design.v]
module fifo(input [8-1:0]  data_in,
            input write_enb,
            input read,
            output [8-1:0] data_out,
            output reg full,
            output reg empty,
            input clock,
            input reset
           );
    function integer log2;
      input integer n;
      begin
       log2 = 0;
       while(2**log2 < n)
        begin
         log2=log2+1;
        end
      end
    endfunction
    parameter ADDR_WIDTH = log2(32);
    reg   [ADDR_WIDTH : 0]     rd_ptr;  
    reg   [ADDR_WIDTH : 0]     wr_ptr;  
    wire  [ADDR_WIDTH-1 : 0]  wr_loc;
    wire  [ADDR_WIDTH-1 : 0]  rd_loc;
    reg   [8-1 : 0]  mem[32-1 : 0];
    assign wr_loc = wr_ptr[ADDR_WIDTH-1 : 0];
    assign rd_loc = rd_ptr[ADDR_WIDTH-1 : 0];
    always @(posedge clock)
     begin
      if(~reset)
       begin
        wr_ptr <= 'h0;
        rd_ptr <= 'h0;
       end 
      else
       begin
        if(write_enb & (~full))
         begin
          wr_ptr <= wr_ptr+1;
         end
        if(read & (~empty))
          rd_ptr <= rd_ptr+1;
       end 
     end
    always @(rd_ptr or wr_ptr)
     begin
     empty <= 1'b0;
     full  <= 1'b0;
     if(rd_ptr[ADDR_WIDTH-1:0]==wr_ptr[ADDR_WIDTH-1:0])
      begin
        if(rd_ptr[ADDR_WIDTH]==wr_ptr[ADDR_WIDTH])
          empty <= 1'b1;
        else
          full  <= 1'b1;
      end
     end
    always @(posedge clock)
     begin
      if (write_enb)
       mem[wr_loc] <= data_in;
     end 
    assign data_out = read ? mem[rd_loc]:'h0;
endmodule
[run.sh]
#!/bin/bash
# OpenROAD 26Q1-2900-gdf79404cd8, Yosys 0.63+post, stock flow scripts
make -C /OpenROAD-flow-scripts/flow DESIGN_CONFIG=/design/flow/config.mk WORK_HOME=/design/flow/orfs finish
[config.mk]
export PLATFORM = sky130hd
export DESIGN_NAME = fifo
export DESIGN_NICKNAME = fifo
export VERILOG_FILES = /design/flow/design.v
export SDC_FILE = /design/flow/constraint.sdc
export NUM_CORES = 4
export LEC_CHECK = 1
export CORE_UTILIZATION = 50
==> results_dict.tcl <==
# implementation run metrics
set metrics [dict create \
    drt-pass1-iter-count 5 \
    cts_tree "built" \
    grt_pass1_wl_um 32200 \
    p_leak_nw 3.87 \
    overflow 0 \
    hold_class "reg2reg" \
    ant_nets 0 \
    nFillCells 1502 \
    worst_setup_path_end_kind "output pin" \
    gr-usage-all-layers_pct 22.5 \
    setup-violations-final 0 \
    cts_buffers 27 \
    post_drt_via_cell_ratio 5.87 \
    grt_max_degree 37 \
    path_class "reg2out" \
    syn_area_um2 10900 \
    io_buffers 21 \
    startpoint_type "flop" \
    die_h_um 150 \
    layout_top_cell "edfxtp_1" \
    warnings 28 \
    p_per_area_nw_per_um2 208 \
    root_buffer "clkbuf_16" \
    utilization_pct 57.6 \
    die_w_um 150 \
    postCtsHoldBufs 0 \
    coreArea_um2 21200 \
    wire_per_inst_um 24.2 \
    num_rows 53 \
    ys_chip_area_um2 10900 \
    min_period_ns 5.60 \
    drive_gt1_share_pct 22.6 \
    syn2layout_area_growth_pct 12.1 \
    clk_pin_slew_ns 0.06 \
    place_area_um2 11400 \
    antenna_cells 0 \
    r2r_slack_ns 7.25 \
    htree_levels 1 \
    cts_resized 0 \
    cts_setup_buffers 0 \
    yosysUniqueCellTypes 36 \
    syn_inst 543 \
    final_cell_mix "edfxtp_1, mux4_2, nor2_1, clkbuf_16, clkdlybuf4s50_1" \
    tightest_slew_ns 0.940 \
    setup_tns_ns 0 \
    power_mw 2.54 \
    synth_flops 273 \
    synth-async-reset-ratio_pct 0 \
    dp_hpwl_um 12600 \
    avgSynthCellArea_um2 20.0 \
    wirelength_um 21200 \
    routabilityCongestion 0.838 \
    synth_seq_share_pct 73.8 \
    drtIter0Drc 272 \
    yosys_most_used_dff "edfxtp_1" \
    max_freq_mhz 178 \
    io_pins 22 \
    yosys_cells 543 \
    cts_buffer_depth 3 \
    finalMaxSlewViolations 0 \
    dr_total_vias 5145 \
    drc 0 \
    vdd_drop_max_mv 0.134 \
    yosys_warnings 1 \
    antenna_found_initial 0 \
    min_period_over_period_pct 59.0 \
    cts_sinks 273 \
    status "complete, no violations" \
    rsz0062_at_grt "no" \
    finClkSkew_ns 0.0143 \
    crit_required_ns 7.60 \
    cp_max_fo 35 \
    edf_count 256 \
    arrival_ns 3.70 \
    maxSlewHeadroom_pct 37.1 \
    grt_pass1_vias 5498 \
    die_area_um2 22400 \
    initial_utilization_pct 51.4 \
    clock_latency_ns 0.53 \
    fin_area_um2 12200 \
    hold_viol 0 \
    cap_violations 0 \
]
[state kept, by name, indices dropped and copies added (netlist names), named ones only]
signal	cells
wr_ptr	6
rd_ptr	6
mem	256
[metal layers]
metal	GRT usage (%)	wire length (um)	up-vias
met1	33.9	8140	2580
met2	32.2	10000	243
met3	13.8	2720	25
li1	-	-	2297
met4	3.06	318	0
met5	0	0	-
[report_power, final]
| group | total, mW | internal (mW) | switching, mW |
|---|---|---|---|
| registers | 1.34 | 1.33 | 0.0151 |
| logic | 0.233 | 0.112 | 0.120 |
| clock network | 0.968 | 0.549 | 0.419 |
| total | 2.54 | 1.99 | 0.554 |
[cells in the mapped netlist, drive strengths merged (3+ instances only)]
cell type	count	area [um2]
o221ai	8	82.6
xor2	9	78.8
inv	5	18.8
nand2	16	60.1
buf	19	145
dfxtp	17	340
nor2	43	161
and2	7	43.8
nand4	3	18.8
a221oi	6	52.6
clkbuf	9	33.8
edfxtp	256	7690
mux4	64	1480
ha	5	62.6
nand3	5	25.0
nand3b	3	22.5
a31oi	6	37.5
mux2i	13	130
nand2b	6	37.5
o21ai	3	15.0
mux2	18	203
a21oi	7	35.0
[worst max-delay path, stage by stage (launching register included)]
cell             delay (ns)
dfxtp_4                0.76
buf_4                  0.60
mux4_2                 0.58
a221oi_1               0.61
a21oi_1                0.16
clkdlybuf4s50_1        0.43
[final timing paths]
check,startpoint,endpoint,cells past startpoint
max,flop,data_out[0],5
min,rd_ptr[5]$_SDFFE_PN0P_,rd_ptr[5]$_SDFFE_PN0P_,2
max reg2reg,wr_ptr[3]$_SDFFE_PN0P_,mem[8][0]$_DFFE_PP_,2
min reg2reg,rd_ptr[5]$_SDFFE_PN0P_,rd_ptr[5]$_SDFFE_PN0P_,2
[cell type report]
class	count	area, um2	share of cell area (%)
clock buffer	33	698	5.73
tap	275	344	2.82
inverter	5	18.8	0.154
clock inverter	15	108	0.882
multi-input combinational	237	2650	21.8
timing repair buffer	38	338	2.77
sequential	273	8030	65.9
[logic make-up after synthesis]
logic type | after synthesis | share of synthesized area [%]
AOI/OAI and AO/OA | 33 | 2.25
muxes | 95 | 16.7
buffers and inverters | 33 | 1.82
and+or+nand+nor | 93 | 3.99
adders and majority gates | 5 | 0.575
DFF | 273 | 73.8
xor gates and xnor gates | 11 | 0.886
[through the flow]
| stage | instances | hold WS [ns] | worst slack, ns |
|---|---|---|---|
| after floorplan | 543 | 0.482 | 5.16 |
| after global placement | 828 | 0.496 | 4.04 |
| after detailed placement | 828 | 0.505 | 3.96 |
| after CTS | 876 | 0.515 | 3.83 |
| after global routing | 876 | 0.567 | 3.62 |
| final | 876 | 0.514 | 3.90 |
